==> /design/flow/constraint.sdc <==
current_design top

set clk_period 3.6
set clk_io_pct 0.2

create_clock -name clk0 -period $clk_period [get_ports {clk}]

set non_clock_inputs [all_inputs -no_clocks]
set_input_delay [expr $clk_period * $clk_io_pct] -clock clk0 $non_clock_inputs
set_output_delay [expr $clk_period * $clk_io_pct] -clock clk0 [all_outputs]
==> /design/flow/config.mk <==
export PLATFORM = sky130hd
export DESIGN_NAME = top
export DESIGN_NICKNAME = top
export VERILOG_FILES = /design/flow/design.v
export SDC_FILE = /design/flow/constraint.sdc
export NUM_CORES = 4
export LEC_CHECK = 1
export CORE_AREA = 10 10 95 95
export DIE_AREA = 0 0 105 105
==> /design/flow/design.v <==
`timescale 1ns / 1ps
`default_nettype none
module top(clk, uart_rxd_out);
    input wire clk;
    output reg uart_rxd_out;
    reg tx_wr;
    reg [7:0] tx_data;
    wire tx_out;
    wire busy;
    reg [2:0] state;
    reg [7:0] count;
    initial tx_wr = 'b0;
    initial tx_data = 'h0;
    initial state = 'b000;
    initial count = 'b11111111;
    always @(posedge clk)
    begin
        count <= (count == 0) ? 'b11111111 : count - 'b1;
        tx_wr <= (count == 0 && !busy && state < 'b110) ? 'b1 : 'b0;
    end
    always @(posedge clk)
    if (tx_wr && !busy)
        state <= state + 'b1;
    else
        state <= (count == 0 && !busy && !(state < 'b110)) ? 'b000 : state;
    always @(posedge clk)
    case(state)
    'b001: tx_data <= "h";
    'b010: tx_data <= "e";
    'b011: tx_data <= "l";
    'b100: tx_data <= "l";
    'b101: tx_data <= "o";
    'b110: tx_data <= " ";
    default: tx_data <= "";
    endcase
    always @(posedge clk)
        uart_rxd_out <= tx_out;
    txuart txuart(clk, tx_wr, tx_data, tx_out, busy);
endmodule
`timescale 1ns / 1ps
`default_nettype none
module txuart(clk, wr_in, data_in, tx_out, busy_out);
    input wire clk;
    input wire wr_in;
    input wire [7:0] data_in;
    output reg tx_out;
    output reg busy_out;
    reg [6:0] baud_count;
    reg baud_stb;
    reg [3:0] state;
    initial tx_out = 'b1;
    initial busy_out = 'b0;
    parameter [6:0] bauds = 'b1101001;
    initial baud_count = bauds;
    initial baud_stb = 'b0;
    initial state = 'b0000;
    always @(posedge clk)
    begin
        if (wr_in && !busy_out)
            baud_count <= bauds;
        else
            baud_count <= (baud_count == 0) ? bauds : baud_count - 'b1;
        baud_stb <= (baud_count == 0) ? 'b1 : 'b0;
    end
    always @(posedge clk)
    if (wr_in && !busy_out)
        state <= 'b0001;
    else if ((state == 'b1010) && baud_stb)
        state <= 'b0000;
    else if ((state != 'b0000) && baud_stb)
        state <= state + 'b1;
    else
        state <= state;
    always @(posedge clk)
    case (state)
    'b0001: tx_out <= 'b0;
    'b0010: tx_out <= data_in[0];
    'b0011: tx_out <= data_in[1];
    'b0100: tx_out <= data_in[2];
    'b0101: tx_out <= data_in[3];
    'b0110: tx_out <= data_in[4];
    'b0111: tx_out <= data_in[5];
    'b1000: tx_out <= data_in[6];
    'b1001: tx_out <= data_in[7];
    'b1010: tx_out <= 'b1;
    default: tx_out <= tx_out;
    endcase
    always @(posedge clk)
        busy_out <= !(state == 'b0000);
endmodule
==> /design/flow/run.sh <==
#!/bin/bash
# OpenROAD 26Q1-2900-gdf79404cd8, Yosys 0.63+post, stock flow scripts
make -C /OpenROAD-flow-scripts/flow DESIGN_CONFIG=/design/flow/config.mk WORK_HOME=/design/flow/orfs finish
==> flow_metrics.env <==
# yosys + openroad results
export IMPL_rows=30
export IMPL_grt_overflow=0
export IMPL_finalSetupTns_ps=0
export IMPL_grt_pass1_vias=957
export IMPL_area_growth_pct=15.1
export IMPL_drive_gt1_frac=0.0843
export IMPL_ys_ff=33
export IMPL_vias_per_cell=3.95
export IMPL_drcViolationCount=0
export IMPL_cts_buffers=5
export IMPL_floorplan_core_util=0.221
export IMPL_top_cells_by_area="dfxtp_1 38%, ha_1 11%, edfxtp_1 7.9%, xnor2_1 4.0%, nor2_1 3.9%"
export IMPL_n_fill_cell=747
export IMPL_drv_cap=0
export IMPL_synth_edff_count=4
export IMPL_syn_area_sq_mm=0.00153
export IMPL_hpwl_mm=1.57
export IMPL_yosysWarnings=2
export IMPL_top_area_cell="dfxtp_1"
export IMPL_antenna_cells_inserted=0
export IMPL_hold_path_cell_count=0
export IMPL_cp_max_fo=4
export IMPL_fin_crit_ps=1810
export IMPL_ys_types=39
export IMPL_start_kind="register"
export IMPL_ys_cells=159
export IMPL_post_cts_setup_buffers=0
export IMPL_post_cts_resized=0
export IMPL_cp_required_ps=3580
export IMPL_leakage_nw=0.691
export IMPL_path_clk_slew_ps=70
export IMPL_dieArea_sq_mm=0.0110
export IMPL_synth_most_common_cell="dfxtp_1"
export IMPL_wl_per_cell_microns=8.42
export IMPL_skew_ps=7.60
export IMPL_io_pins=2
export IMPL_cts_root_buffer="clkbuf_8"
export IMPL_max_freq_mhz=552
export IMPL_antenna_found_initial=0
export IMPL_power_density_mw_per_mm2=402
export IMPL_path_class="reg2reg"
export IMPL_ant_nets=0
export IMPL_hold_class="reg2reg"
export IMPL_vias=1035
export IMPL_slew_viol_final=0
export IMPL_h_tree_depth=2
export IMPL_grt_pass1_wl_mm=4.31
export IMPL_worst_pin_slew_ps=437
export IMPL_cp_arrival_ps=1790
export IMPL_flop_cell="dfxtp_1"
export IMPL_place_port_buffers=1
export IMPL_finalPower_uw=708
export IMPL_finalSetupViolations=0
export IMPL_cts_hold_buf=0
export IMPL_netlist_instances=159
export IMPL_die_y_microns=105
export IMPL_synthTopCellsByCount="29 x dfxtp_1, 16 x nor2_1, 14 x nand2_1, 13 x ha_1, 12 x inv_1"
export IMPL_drt_pass1_iterations=4
export IMPL_cts_tree="done"
export IMPL_grt_max_degree=12
export IMPL_final_period_utilization=0.503
export IMPL_ys_seq_frac=0.458
export IMPL_routed_wl_mm=2.21
export IMPL_clock_sinks=33
export IMPL_grt_use_total=0.0446
export IMPL_end_kind="register"
export IMPL_drt_iter0_drc=47
export IMPL_die_w_microns=105
export IMPL_slew_headroom=0.706
export IMPL_clk_latency_ps=290
export IMPL_ir_drop_mv=0.226
export IMPL_yosysTopAreaCellShare=0.380
export IMPL_ys_area_sq_mm=0.00153
export IMPL_max_clock_path_buffers=2
export IMPL_status="finished clean"
export IMPL_final_hold_viol_count=0
export IMPL_synth_async_reset_ratio=0
export IMPL_reg2regPathDepth=6
export IMPL_fp_coreArea_sq_mm=0.00691
export IMPL_rsz0062_at_grt="no"
export IMPL_warnings=34
export IMPL_place_congestion=0.827
export IMPL_avgSynthCellArea_sq_um=9.62
-- sequential cells by signal, summed over array words and instances, names as in the netlist --
register / cells
state: 3
txuart.busy_out: 1
txuart.tx_out: 1
txuart.baud_count: 7
count: 8
uart_rxd_out: 1
tx_data: 6
tx_wr: 1
txuart.state: 4
txuart.baud_stb: 1
-- worst paths after layout --
check / to / from / slack, ps
min: uart_rxd_out$_DFF_P_ / txuart.tx_out$_DFFE_PP_ / 340
min reg2reg: uart_rxd_out$_DFF_P_ / txuart.tx_out$_DFFE_PP_ / 340
max: state[2]$_SDFFCE_PN0P_ / count[0]$_SDFF_PN1_ / 1790
max reg2reg: state[2]$_SDFFCE_PN0P_ / count[0]$_SDFF_PN1_ / 1790
-- per-stage QoR --
step / std cells / hold slack [ps] / area [sq um] / setup WS [ps] / util
floorplan: 159 / 323 / 1530 / 1900 / -
global placement: 254 / 328 / 1650 / 1830 / 0.239
detailed placement: 254 / 330 / 1650 / 1780 / 0.239
CTS: 262 / 346 / 1760 / 1780 / 0.255
global route: 262 / 351 / 1760 / 1620 / 0.255
finish: 262 / 343 / 1760 / 1790 / 0.255
-- cell usage in the layout, fill, tap and decap left out, drive strengths merged, types with 5 or more instances in the layout --
master,Yosys,routed
nor2,16,16
ha,13,13
inv,12,12
o21ai,5,5
dfxtp,29,29
clkbuf,0,5
nand2,14,14
xnor2,7,7
a21oi,9,9
-- kinds of logic after synthesis --
kind of cell,synth area share
DFF,0.458
AOI/OAI and AO/OA,0.133
buffers and inverters,0.0360
adders and majority gates,0.106
xor gates and xnor gates,0.0573
muxes,0.00736
and+or+nand+nor,0.201
-- layout make-up --
cell class / count / area, sq um / area share
Multi-Input combinational cell: 112 / 773 / 0.440
Sequential cell: 33 / 701 / 0.398
Tap cell: 96 / 120 / 0.0683
Clock buffer: 5 / 68.8 / 0.0391
Inverter: 12 / 45.0 / 0.0256
Clock inverter: 3 / 41.3 / 0.0235
Timing Repair Buffer: 1 / 10.0 / 0.00569
-- worst max-delay path: stages (launching register included) --
cell	delay, ps
dfxtp_1	340
inv_1	80
ha_1	140
or4b_4	490
nor4_2	140
a31oi_1	100
nor2_1	210
-- layer usage --
metal | part of all wire | track usage | vias to the layer above
li1 | - | - | 563
met1 | 0.51 | 0.0607 | 452
met2 | 0.42 | 0.0672 | 13
met3 | 0.055 | 0.0155 | 7
met4 | 0.019 | 0.00980 | 0
met5 | 0 | 0 | -
-- where the power goes --
| group | leakage [nW] | internal, mW | switching (mW) | total [mW] |
|---|---|---|---|---|
| combinational | 0.359 | 0 | 0 | 0.000000359 |
| clock | 0.0518 | 0.204 | 0.133 | 0.336 |
| sequential | 0.280 | 0.371 | 0 | 0.371 |
Power and IR drop assume default switching activity.
